==> flow/run.sh <==
#!/bin/bash
# OpenROAD 26Q1-2900-gdf79404cd8, Yosys 0.63+post, stock flow scripts
make -C /OpenROAD-flow-scripts/flow DESIGN_CONFIG=/design/flow/config.mk WORK_HOME=/design/flow/orfs finish
==> flow/config.mk <==
export PLATFORM = sky130hd
export DESIGN_NAME = alu
export DESIGN_NICKNAME = alu
export VERILOG_FILES = /design/flow/design.v
export SDC_FILE = /design/flow/constraint.sdc
export NUM_CORES = 4
export LEC_CHECK = 1
export CORE_UTILIZATION = 50
==> flow/constraint.sdc <==
current_design alu

set clk_period 260.8
set clk_io_pct 0.2

create_clock -name clk0 -period $clk_period [get_ports {clk}]

set non_clock_inputs [all_inputs -no_clocks]
set_input_delay [expr $clk_period * $clk_io_pct] -clock clk0 $non_clock_inputs
set_output_delay [expr $clk_period * $clk_io_pct] -clock clk0 [all_outputs]
==> flow/design.v <==
 module alu #( parameter op_sz=32)(
 input clk ,reset,
 input [3:0] op,
 input [op_sz-1:0] in_1, 
 input [op_sz-1:0] in_2, 
 output reg [op_sz-1:0] out,
 output reg op_err,
 output reg  op_done
 );
  localparam add =0 , sub= 1, 
             multip =2,divide =3,
             OR=4 , AND=5, 
             XOR =6, read =7,write =8; 
             localparam lift =9 , right =10 ,arth =11;
      wire[op_sz-1:0] mult_out ;
      wire mult_done;          
sq_mult#(.op_sz(op_sz)) multp (
              .clk(clk) ,.reset(reset) , .mult0(in_1), .mult1(in_2),
               .op(op),.out(mult_out) ,.op_done(mult_done) 
             );
       wire [op_sz-1:0]shift_out ;
       wire shift_done;  
       reg shift_en;     
  sq_shift#( .op_sz(op_sz)) shift
                  ( .clk(clk) , .en(shift_en), .op(op),.reset(reset) ,
                   .data(in_1),.shift_value(in_2) ,.out(shift_out) ,.op_done(shift_done));
 always @(*)
 begin  
 out = 0;
  op_err = 0 ;
  shift_en=0;
  op_done =1;
   case(op)
    add: out = in_1 +in_2;
    sub: out = in_1 - in_2;
    multip :begin out = mult_out ;
            op_done =mult_done;
            end
    divide : out = in_1/in_2 ;
    OR :    out = in_1 | in_2 ;
    AND :  out = in_1 & in_2 ;
    XOR : out = in_1 ^ in_2 ;
    read : begin  
       out = in_1 ;
    end
    write : begin
       out = in_1 ;
    end
    lift : begin 
         shift_en=1;
         out = shift_out ;
         op_done =shift_done;
    end
    right:begin
             shift_en=1;
             out = shift_out ;
             op_done =shift_done;
     end
    arth:begin 
             shift_en=1;
             out = shift_out ;
             op_done =shift_done;
    end
    default : begin     
        op_err = 1 ;
    end 
 endcase  
 end
 endmodule
module sq_mult#(parameter op_sz=32) (
  input clk ,reset ,
  input  [op_sz-1:0] mult0, mult1,
  input[3:0] op,
  output reg [op_sz-1:0] out ,
  output reg op_done 
);
localparam  fitch =0 ,opr =1 , stop =2 ;
 reg [1:0] state, next_state ;
 reg [op_sz-1:0] out_next ;
 reg [op_sz-1:0] mult0_shift, mult1_shift ;
 reg [op_sz-1:0] mult0_shift_next, mult1_shift_next ;
always@(posedge clk) begin
        if(reset)
        begin
         out <= 0; 
         state <=fitch; 
         mult0_shift<=0 ;   
         mult1_shift<=0 ;  
        end
        else begin
        out <= out_next ;
        state <= next_state ;
        mult0_shift<=mult0_shift_next ;   
        mult1_shift<=mult1_shift_next ;  
        end
          end    
    always @(*) begin
      out_next=0;
      op_done=0;
      mult0_shift_next=0;
      mult1_shift_next=0;
      next_state =fitch ;
      case(state)
      fitch : begin
        out_next =0;
        op_done =0;
         if(mult0>mult1)  
           begin
             mult0_shift_next=mult0;
             mult1_shift_next= mult1;
           end
         else begin
            mult0_shift_next=mult1;
             mult1_shift_next= mult0;
         end
         if(op==2)
          next_state = opr ;
        else next_state =fitch ;
       end
     opr : begin 
           mult0_shift_next = mult0_shift <<1;
           mult1_shift_next = mult1_shift >>1;
           if(mult1_shift[0]==1)
           out_next = mult0_shift + out ;
         else out_next = out ;
          if(mult1_shift)
            next_state = opr ;
          else begin next_state = stop ;
          op_done =1;
           end
     end
     stop:  begin op_done =0;
        out_next = out;
        next_state = fitch ; end
   endcase 
    end
endmodule 
 module sq_shift#(parameter op_sz=32)
                 (input clk ,
                  input en,
                  input[3:0] op,
                  input reset ,
                  input [op_sz-1:0] data,
                  input [$clog2(op_sz)-1:0] shift_value ,
                  output reg [op_sz-1:0] out ,
                  output reg op_done                     
                 );
        localparam  fitch =0 ,shift =1 , stop =2 , mult=3; 
         localparam lift =9 , right =10 ,arth =11;
         reg [$clog2(op_sz)-1:0] shift_count,count_next  ;
         reg [op_sz-1:0] out_next ;
         reg [1:0] state, next_state ;
        always@(posedge clk) begin
        if(reset)
        begin
         shift_count <=0;
         out <= 0;  
         state <= fitch; 
        end
        else begin
        out <= out_next ;
        state <= next_state ;
         shift_count <=count_next;
        end
          end    
always@(*)
begin
op_done = 0;
out_next =0;
next_state = fitch ;
 count_next = 0;
case(state) 
fitch: begin 
      if(en) begin
      next_state = shift ; 
      out_next= data ;
      count_next = shift_value; end
      else begin
     op_done = 0;
     count_next = 0;
     next_state = fitch ;
      end
      end
shift:
    begin
     if (shift_count==0) begin
         next_state = stop; 
         out_next = out;
         op_done =1;
     end
      else begin
        case(op)
               lift:  out_next = out <<1;
               right: out_next = out >>1;
               arth: out_next = out >>>1; 
               default: out_next= out;
            endcase   
           count_next = shift_count -1 ;
            next_state = shift ; 
      end 
      end
    stop: begin
        op_done =0;
        out_next = 0;
        next_state = fitch ;
        count_next = 0;
    end
endcase
end
endmodule
==> results.txt <==
Net Sw Frac - 49.2%
Number of antenna violations at the first check in global routing - 4
Most used cell along the critical path - sky130_fd_sc_hd__ha_1
WP buf/inv - 20
Dominant cell by count in the synthesized netlist - sky130_fd_sc_hd__nor2_1
Synth Warn # - 4
Worst Path Class, Setup - in2out
Root buf cell - sky130_fd_sc_hd__clkbuf_16
Final count of negative-setup-slack endpoints - 0
Pin slew with the least headroom to its limit - 1180 ps
Switching power of the nets - 76.5 uW
Die height - 291 microns
Most Used Layer, Global Route - met1
Type of origin of the critical path - input port
Post-Syn Instances - 6016
Setup repair after global routing missed its margin - false
Final RePlAce weighted congestion - 1.08
Count of different cell masters after synthesis - 113
Via/cell ratio - 6.70
Number of pins exceeding their max-slew limit in the final report - 0
Buffer levels on the longest clock path - 2
Logic depth of the worst path, buffers included - 296
Worst hold-check slack - 424 ps
Internal power - 79.1 uW
Post-CTS Repair Setup Buffers - 0
Area used by multi-input combinational logic - 37300 sq um
Number of vias after detailed routing - 47565
Largest net degree at the start of global routing - 74
Netlist Area Pre-Place - 41900 sq um
Synthesized area per cell - 6.96 sq um
CTS tree - built
Cell Rows - 105
Worst endpoint required time - 208640 ps
Overall Global Routing Usage - 42.9%
Worst hold path class - reg2reg
Worst rel slew slack - 20.9%
Run status - complete, no violations
Hold path start - shift.state[1]
Inserted Clock Buffers - 17
GR Layer Usage met3 - 11.3%
Per-cell routed wire length - 26.0 microns
Filler cells - 8014
Number of global-route vias before repair - 42746
IO buf count - 103
Number of optimization iterations in the first detailed-route pass - 6
Chip Footprint - 84900 sq um
Power share of the clock group - 15.9%
Layout cell share with drive strength beyond 1 - 7.42%
Clock Pin Slew Worst Setup and Hold Paths - 60 ps
Worst Clk Skew - 14.4 ps
Post-synth top area cell - sky130_fd_sc_hd__ha_1
Area of the core - 82500 sq um
Cells on worst reg2reg path - 15
Most used flip-flop cell - sky130_fd_sc_hd__dfxtp_1
Top cells by area in the synthesized netlist - sky130_fd_sc_hd__ha_1, sky130_fd_sc_hd__dfxtp_1, sky130_fd_sc_hd__nor2_1
Number of flip-flops and latches in the synthesized netlist - 139
Fraction of the core area occupied by cells at floorplan - 50.8%
Slack of the worst reg-to-reg path - 256390 ps
First-pass GRT wire length - 273000 microns
Largest driver fanout on the critical path - 51
Leak pwr - 19.8 nW
Final count of hold timing violations - 0
Count of hold buffers inserted by post-cts repair - 0
Critical path arrival - 135100 ps
Delay of the slowest cell on the worst path - 760 ps
Sequential fraction of design power - 15.3%
Total area of sequential cells - 2780 sq um
Htree depth - 4
DRC violation count after routing - 0
End point of the most critical hold path - shift.state[0]
Detailed Route Iter0 Violations - 5030
Global Route met1 Usage - 62.0%
Post-layout min period - 187260 ps
Maximum clock frequency - 5.34 MHz
Antenna-violating nets left - 0
Cell with the largest stage delay on the worst path - sky130_fd_sc_hd__o21ai_1
Total negative slack - 0 ps
Worst r2r src - multp.out[1]
# Cells Yosys - 6016
Period Utilization, post-route - 71.8%
Proportion of synthesized flip-flops having asynchronous set or reset - 0%
Combinational cell fraction of total power - 68.8%
OpenROAD warning count - 90
Area figure in the yosys stat output - 41900 sq um
Count of boundary I/O pins - 104
Area share of the largest cell type after synthesis - 19.6%
Highest ir drop seen on vdd - 0.00357 mV
Capturing point of the worst reg2reg path - multp.out[31]
Overall die width - 291 microns
Kind of end point of the critical path - primary output
Final wirelength - 185000 microns
Family with the most delay on the worst path - AND-OR/OR-AND gates
Ranking of synthesized cells by instance count - sky130_fd_sc_hd__nor2_1, sky130_fd_sc_hd__ha_1, sky130_fd_sc_hd__nand2_1
Syn-to-layout area delta - 7.46%
Max cap viols - 0
Worst-skew pair later-pin latency - 430 ps
Met2 track demand over resource - 58.8%
Count of library flops with an enable pin - 0
Total half-perimeter wirelength after legalization and detailed placement - 146000 microns
Number of sinks handled by clock tree synthesis - 139
Global-route congestion overflow total - 0
Number of instances resized during post-cts repair - 0
P per Cell Area - 3.46 nW/um^2
Post-synthesis sequential area ratio - 6.64%
Worst hold path stage count - 1
## how the worst max path moves through the flow
stage                 startpoint  endpoint  slack (ps)
after CTS               in_2[23]    out[0]       75940
after global routing    in_2[21]    out[0]       69110
final                   in_2[23]    out[0]       73540
## cell type report
cell class	instances	area share [%]
multi-input cells	5369	82.8
flip-flops and latches	139	6.18
repair buffers	253	4.78
well taps	1070	2.97
inverters	234	1.95
clock buffers	18	0.976
clock inverters	13	0.320
diodes	5	0.0278
## through the flow
stage	util (%)	instance area, sq um	setup WS, ps	cells	power (mW)
2_1_floorplan	-	41900	88150	6016	0.0985
3_3_place_gp	53.8	44400	76810	7065	0.128
3_5_place_dp	53.8	44400	76240	7065	0.128
4_1_cts	54.5	45000	75940	7096	0.153
5_1_grt	54.6	45000	69110	7097	0.166
6_report	54.6	45000	73540	7101	0.156
## sequential cells by signal (all words and copies together), names as in the netlist
register and flops:
multp.out 32, multp.state 3, multp.mult0_shift 32, shift.shift_count 5
multp.mult1_shift 32, shift.state 3, shift.out 32
## worst reg2reg max path, cell delays in order, from the launching register on
cell and delay [ps]:
sky130_fd_sc_hd__dfxtp_1 410, sky130_fd_sc_hd__ha_1 270, sky130_fd_sc_hd__a211oi_1 350, sky130_fd_sc_hd__o21a_1 280
sky130_fd_sc_hd__o311ai_0 270, sky130_fd_sc_hd__a31oi_1 380, sky130_fd_sc_hd__nand3_1 190, sky130_fd_sc_hd__a31oi_1 390
sky130_fd_sc_hd__o31a_1 280, sky130_fd_sc_hd__a21oi_1 150, sky130_fd_sc_hd__a31o_2 290, sky130_fd_sc_hd__a21o_1 230
sky130_fd_sc_hd__a21oi_1 190, sky130_fd_sc_hd__xor2_1 180, sky130_fd_sc_hd__mux2_2 350, sky130_fd_sc_hd__a21oi_1 130
## power groups by stage
| stage | Clock (mW) | Combinational (mW) | Sequential [mW] |
|---|---|---|---|
| 4_1_cts | 0.0249 | 0.104 | 0.0237 |
| 5_1_grt | 0.0259 | 0.116 | 0.0239 |
| 6_report | 0.0248 | 0.107 | 0.0237 |
## logic make-up after synthesis
kind of cell,synth area share [%]
compound gates,32.9
fa+ha+maj,19.7
mux,3.26
flops,6.64
buf+inv,4.76
xor+xnor,7.80
simple gates,24.9
## cell usage in the layout, fill, tap and decap left out, types with 20 or more instances in the layout
cell type                         instances
sky130_fd_sc_hd__o21a_1                 125
sky130_fd_sc_hd__clkdlybuf4s50_1        102
sky130_fd_sc_hd__or3_1                   73
sky130_fd_sc_hd__mux2i_1                 26
sky130_fd_sc_hd__nor4_1                  38
sky130_fd_sc_hd__a21oi_1                445
sky130_fd_sc_hd__o21ai_1                 32
sky130_fd_sc_hd__o221ai_1                21
sky130_fd_sc_hd__a211o_1                 23
sky130_fd_sc_hd__o21bai_1                62
sky130_fd_sc_hd__a211oi_1                76
sky130_fd_sc_hd__o211ai_1               134
sky130_fd_sc_hd__and3_1                  50
sky130_fd_sc_hd__dfxtp_1                139
sky130_fd_sc_hd__nor2b_1                 65
sky130_fd_sc_hd__o21ai_0                302
sky130_fd_sc_hd__nand3_1                210
sky130_fd_sc_hd__nand2_1                625
sky130_fd_sc_hd__o31ai_1                 33
sky130_fd_sc_hd__buf_4                  150
sky130_fd_sc_hd__nand2b_1                61
sky130_fd_sc_hd__a222oi_1                24
sky130_fd_sc_hd__inv_1                  225
sky130_fd_sc_hd__o31a_1                  22
sky130_fd_sc_hd__a22oi_1                 71
sky130_fd_sc_hd__ha_1                   656
sky130_fd_sc_hd__a221oi_1                48
sky130_fd_sc_hd__a221o_1                 20
sky130_fd_sc_hd__xnor2_1                247
sky130_fd_sc_hd__xor2_1                 126
sky130_fd_sc_hd__or2_2                   48
sky130_fd_sc_hd__and2_1                  52
sky130_fd_sc_hd__a21boi_0                26
sky130_fd_sc_hd__nand4_1                 68
sky130_fd_sc_hd__o2111ai_1               22
sky130_fd_sc_hd__mux2_2                  95
sky130_fd_sc_hd__nor3_1                 169
sky130_fd_sc_hd__a21o_1                 173
sky130_fd_sc_hd__a31oi_1                 80
sky130_fd_sc_hd__nor2_1                 661
## per-layer routing
layer	part of all wire [%]	vias up	wire length [microns]
met5	0.0049	-	9
met4	5.9	2	11000
met3	12	491	21300
met2	39	2601	71400
met1	44	21923	80900
li1	-	22548	-
No activity file was given, so power comes from the tool's default toggle rates.
